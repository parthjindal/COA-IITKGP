[/design/flow/run.sh]
#!/bin/bash
# OpenROAD 26Q1-2900-gdf79404cd8, Yosys 0.63+post, stock flow scripts
make -C /OpenROAD-flow-scripts/flow DESIGN_CONFIG=/design/flow/config.mk WORK_HOME=/design/flow/orfs finish
[/design/flow/config.mk]
export PLATFORM = sky130hd
export DESIGN_NAME = ALU
export DESIGN_NICKNAME = ALU
export VERILOG_FILES = /design/flow/design.v
export SDC_FILE = /design/flow/constraint.sdc
export NUM_CORES = 4
export LEC_CHECK = 1
export CORE_UTILIZATION = 50
[/design/flow/constraint.sdc]
current_design ALU

set clk_period 16.5
set clk_io_pct 0.2

create_clock -name clk0 -period $clk_period

set non_clock_inputs [all_inputs -no_clocks]
set_input_delay [expr $clk_period * $clk_io_pct] -clock clk0 $non_clock_inputs
set_output_delay [expr $clk_period * $clk_io_pct] -clock clk0 [all_outputs]
[/design/flow/design.v]
`timescale 1ns / 1ps
module ALU(
    input [31:0] a,
	 input [31:0] b,
	 input [3:0]  op,
	 input [4:0] shamt,
	 output reg [31:0] result,
	 output fZero,
	 output fSign,
	 output reg fCarry
    );
	 wire [31:0] rA, rAdd, rAnd, rXor, rShift;  
	 wire [31:0] bInv, selB; 
	 assign bInv = ~b;
	 assign selB = op[2] ? bInv : b;
	 wire [31:0] const1, selA;
	 assign const1 = 32'd1;
	 assign selA = op[2] ? const1 : a;
	 wire [4:0] shiftIn;  
	 assign shiftIn = op[2] ? shamt : b[4:0];  
	 assign rA = a;                                  
	 Adder A1(selA, selB, rAdd, cOut);               
	 assign rAnd = a & b;                            
	 assign rXor = a ^ b;                            
	 Shifter S(shiftIn, a, op[1], op[0], rShift);    
	 always @(*) begin 
	     if (op[3] == 1)
		     result = rShift;
		  else if (op == 4'b0010)
		     result = rAnd;
		  else if (op == 4'b0011)
		     result = rXor;
		  else if (op == 4'b0001) begin
		     result = rAdd;
			  fCarry = cOut;
		  end
		  else if (op == 4'b0101)
			  result = rAdd;
		  else
		     result = rA;
	 end
	assign fZero = (result == 32'b0);
	assign fSign = result[31];
endmodule
`timescale 1ns / 1ps
module Adder(
    input [31:0] a,
	 input [31:0] b,
	 output [31:0] sum,
	 output carry
    );
	 assign {carry, sum} = a + b;
endmodule
`timescale 1ns / 1ps
module MUX2_1(
	 input [31:0] inp1,
	 input [31:0] inp2,
	 input sel,
	 output [31:0] out
    );
	 assign out = sel ? inp2 : inp1;
endmodule
`timescale 1ns / 1ps
module Shifter(
	 input [4:0] shamt,
	 input [31:0] a,
	 input dir,  
	 input type,   
	 output [31:0] out
    );
	 reg [31:0] inp1, inp2, inp4, inp8, inp16;
	 wire[31:0] mOut1, mOut2, mOut4, mOut8;
	 always @(*) begin
        if (dir == 0) begin  
		      inp1 = {a[30:0], 1'b0};
				inp2 = {mOut1[29:0], 2'b0};
				inp4 = {mOut2[27:0], 4'b0};
				inp8 = {mOut4[23:0], 8'b0};
				inp16 = {mOut8[15:0], 16'b0};
		  end
		  else begin
		      inp1 = type ? {{1{a[31]}}, a[31:1]} : {1'b0, a[31:1]};
				inp2 = type ? {{2{mOut1[31]}}, mOut1[31:2]} : {2'b0, mOut1[31:2]};
				inp4 = type ? {{4{mOut2[31]}}, mOut2[31:4]} : {4'b0, mOut2[31:4]};
				inp8 = type ? {{8{mOut4[31]}}, mOut4[31:8]} : {8'b0, mOut4[31:8]};
				inp16 = type ? {{16{mOut8[31]}}, mOut8[31:16]} : {16'b0, mOut8[31:16]};
		  end
	 end
	 MUX2_1 m1(a, inp1, shamt[0], mOut1);
	 MUX2_1 m2(mOut1, inp2, shamt[1], mOut2);
	 MUX2_1 m4(mOut2, inp4, shamt[2], mOut4);
	 MUX2_1 m8(mOut4, inp8, shamt[3], mOut8);
	 MUX2_1 m16(mOut8, inp16, shamt[4], out);
endmodule
==> summary.txt <==
Status of the implementation.

- The script computed the net switching share of total power as 0.602.
- After clock tree synthesis, the flow added hold-fix buffers numbering 0.
- Listed in order, past its start point the critical path passes clkdlybuf4s50_1, or2_2, ha_1, fa_1, a21oi_1, o211ai_1, a2111oi_2, nor2_1, a221o_1, a2111oi_0, nor2_1, xnor2_1, a21oi_1, or4_1, or4_1, nor4_2, clkdlybuf4s50_1.
- Looking at the max-slew report, the worst-margin pin has a slew of 944 ps.
- The flow ran to the end, and the final reports show no timing, DRC or antenna violations.
- The die covers 16700 um^2.
- After its last routability iteration, the placer logged a weighted congestion of 1.09.
- The detailed-routing iteration count for the pre-antenna-repair pass is 6, for reference.
- The placement row count is 46, for reference.
- The cell type that accounts for the most area after synthesis is ha_1.
- Measured along the y axis, the die boundary spans 129 um.
- Using the TritonRoute via totals, the vias-per-cell ratio works out to 7.31.
- The area fraction of the largest cell type after synthesis is 0.0989.
- The final standard cell count with taps included and fillers excluded is 1431, for reference.
- The number of register pins that no clock reaches is 1.
- The post-synthesis average cell area is 6.85 um^2, for reference.
- Setup repair after global routing left no endpoint under its margin.
- Measured along the x axis, the die boundary spans 129 um.
- In the post-route analysis, the smallest setup slack over all paths is 4410 ps.
- Per the cell usage report, the commonest logic cell in the layout is nor2_1.
- The cell family with the largest share of critical-path delay is simple AND/OR/NAND/NOR gates, for reference.
- In the layout the commonest cells are 125 x nor2_1, 116 x nand2_1, 106 x clkdlybuf4s50_1, 80 x a21oi_1, 67 x o21ai_0.
- Summed over all failing endpoints, the final setup total negative slack is 0 ps.
- The total wire length is 39.6 mm, for reference.
- The fraction of power consumed by combinational cells is 0.999, for reference.
- The starting utilization of the core area is 0.511, for reference.
- The area growth from synthesis to layout is 13.7%.
- Per the detail_route report, the via count comes to 10500.
- Among all flip-flop cells after synthesis, the most frequent one is dlxtn_1.
- Hold timing on the final database bottoms out at a slack of 7900 ps.
- Along the critical path, the tally of buffer and inverter instances is 2.
- In the final report, the number of hold violations comes to 0.
- The achievable frequency is 0.0827 GHz, for reference.
- The kind of start point of the critical path is a primary input, for reference.
- STA classifies the critical path endpoint as a primary output.
- The total leakage power is 3.60 nW, for reference.
- The setup path with the least slack is of type in2out.
- The synthesis-stage register bit count is 1, for reference.
- The top fanout value on the critical path is 10, for reference.
- The end-of-flow core utilization is 0.581, for reference.
- The logs give a warning total of 33.
- OpenSTA, run right after detailed placement, puts the worst setup slack at 4450 ps.
- The final timing report derives a shortest allowable period of 12090 ps.
- Entering global routing, the biggest net connects 61 pins.
- The flip-flop count of the largest register, all copies and words added is 1, for reference.
- In the power breakdown, the internal column shows 0.000161 W.
- Per STA, the highest per-stage delay on the worst path measures 590 ps.
- The combined global-route utilization of all metal layers is 0.480, for reference.
- The via count of the first global-routing pass is 9404, for reference.
- Yosys mapped a number of flops with a built-in enable equal to 0.
- Of the available clock period, the critical path in the final layout requires 0.733.
- The antenna diode instance count is 0, for reference.
- The max-slew check reports its worst relative slack as 0.370.
- The required time at the worst-slack endpoint is 13200 ps, for reference.
- Counting flops with an async set or reset pin after synthesis yields a share of 0.
- The number of placed cells counting well taps is 1431, for reference.
- Post-CTS repair changed the size of 0 cells.
- The net switching power is 0.000244 W, for reference.
- The relative contribution of sequential cells to total power is 0.001, for reference.
- The number of cells in the yosys synthesis report is 1182, for reference.
- Synthesis produced 1182 cells.
- In this run the post-CTS setup repair buffer count came out at 0.
- The power per cell area is 44.0 nW/um^2, for reference.
- The final count of negative-setup-slack endpoints is 0, for reference.
- The count of unique library cells instantiated by Yosys is 87, for reference.
- The worst IR drop on VDD is 0.0324 mV, for reference.
- The final max-slew violation count recorded for this run is 0.
- The number of buffers added on ports is 108, for reference.
- The floorplan report gives the top-level pin count as 108.
- The wire length of the first global-routing pass is 58.6 mm, for reference.
- The aggregate global routing overflow is 0, for reference.
- The core region is 15800 um^2.
- The slowest stage of the critical path is the clkdlybuf4s50_1 cell.
- The number of unconstrained endpoints is 2, for reference.
- The number of max-cap violations is 0, for reference.
- The script logs the mean routed wire length per placed instance as 27.7 um.
- Once detail routing completed, the nets flagged for antenna violations numbered 0.
- The power report attributes to the clock group a share of 0.
- Yosys printed 3 warnings.
- By area the synthesized netlist is led by ha_1 9.9%, mux2i_1 7.4%, mux2_2 7.0%, nor2_1 5.8%, nand2_1 5.4%.
- The remaining design rule violation count is 0, for reference.
- For the worst setup path, the data arrival time is 8790 ps.
- Before any placement, the netlist area is recorded as 8090 um^2.
- The worst min-delay path category is in2out, for reference.
- The violation tally recorded at the end of detailed-routing iteration 0 is 1376.
- After legalization and detailed placement, the total HPWL measured 29.3 mm.
- Per the final layout report, the fraction of cells sized above drive strength 1 comes to 0.0979.
- The initial antenna violation count came to 1.
- The total cell area reported by yosys after synthesis is 8090 um^2, for reference.
## worst paths after layout
| check | start | end | slack, ps | cells past startpoint |
|---|---|---|---|---|
| worst max-delay path | a[0] | fZero | 4410 | 17 |
| worst min-delay path | b[31] | fZero | 7900 | 6 |
## power by group through the flow
stage     sequential, W  clock (W)  combinational [W]
4_1_cts     0.000000485          0           0.000388
5_1_grt     0.000000487          0           0.000428
6_report    0.000000480          0           0.000404
## logic make-up after synthesis
group / after synthesis / synth area share
xor+xnor: 58 / 0.0628
simple gates: 415 / 0.245
compound gates: 396 / 0.336
mux: 126 / 0.185
fa+ha+maj: 65 / 0.101
buf+inv: 121 / 0.0674
latches: 1 / 0.00185
## layout make-up
type,instances,area (um^2)
inverters,16,60.1
multi-input cells,1060,7550
well taps,216,270
flip-flops and latches,1,15.0
repair buffers,138,1300
fillers,1497,6630
## metal layers
layer,part of all wire,global-route usage
met4,0.072,0.277
met5,0.00045,0
met1,0.38,0.633
met2,0.41,0.701
met3,0.13,0.139
## cell usage after synthesis (all sizes together), types with 8 or more instances
cell and n:
o21ai 70, and2 9, o211ai 25, nor2 125, ha 64, mux2i 62, o221ai 18, a211o 8
or3 8, mux2 53, inv 15, a31oi 22, a22oi 11, nor3 22, buf 47, a221oi 12
a21o 12, nor2b 35, mux4 11, and3 12, a21oi 80, xor2 41, o22ai 20, nand4 10
nand3 40, nand2 117, o31ai 11, xnor2 17, a211oi 22, o311ai 8, clkbuf 58
## through the flow
step	power (W)	instance area, um^2
2_1_floorplan	0.000246	8090
5_1_grt	0.000429	9200
3_5_place_dp	0.000386	9200
4_1_cts	0.000388	9200
6_report	0.000405	9200
3_3_place_gp	0.000386	9200
Power is estimated from default activity; no workload was simulated.
