==> flow/design.v <==
`timescale 1ns / 1ps
module RegisterFile(
	 input regWrite,
	 input [4:0] readAddr1,
	 input [4:0] readAddr2,
	 input [4:0] writeAddr,
	 input [31:0] writeData,
	 input clk,
	 input rst,
	 output [31:0] readData1,
	 output [31:0] readData2
    );
	 reg [31:0] r[31:0];
	 assign readData1 = r[readAddr1];
	 assign readData2 = r[readAddr2];
	 always @(posedge clk or posedge rst) begin
		 if (rst) begin
		     r[0]=0; r[8]=0;  r[16]=0; r[24]=0;	
      	  r[1]=0; r[9]=0;  r[17]=0; r[25]=0;	
	        r[2]=0; r[10]=0; r[18]=0; r[26]=0;	
		     r[3]=0; r[11]=0; r[19]=0; r[27]=0;	
		     r[4]=0; r[12]=0; r[20]=0; r[28]=0;	
		     r[5]=0; r[13]=0; r[21]=0; r[29]=0;	
		     r[6]=0; r[14]=0; r[22]=0; r[30]=0;	
		     r[7]=0; r[15]=0; r[23]=0; r[31]=0; 
		 end
		 else if (regWrite)
		     r[writeAddr] = writeData;
	 end
endmodule
==> flow/run.sh <==
#!/bin/bash
# OpenROAD 26Q1-2900-gdf79404cd8, Yosys 0.63+post, stock flow scripts
make -C /OpenROAD-flow-scripts/flow DESIGN_CONFIG=/design/flow/config.mk WORK_HOME=/design/flow/orfs finish
==> flow/config.mk <==
export PLATFORM = sky130hd
export DESIGN_NAME = RegisterFile
export DESIGN_NICKNAME = RegisterFile
export VERILOG_FILES = /design/flow/design.v
export SDC_FILE = /design/flow/constraint.sdc
export NUM_CORES = 4
export LEC_CHECK = 1
export CORE_UTILIZATION = 40
==> flow/constraint.sdc <==
current_design RegisterFile

set clk_period 10.7
set clk_io_pct 0.2

create_clock -name clk0 -period $clk_period [get_ports {clk}]

set non_clock_inputs [all_inputs -no_clocks]
set_input_delay [expr $clk_period * $clk_io_pct] -clock clk0 $non_clock_inputs
set_output_delay [expr $clk_period * $clk_io_pct] -clock clk0 [all_outputs]
==> run summary <==
The synthesis and PnR run went through. The flow ran to the end, and the final reports show no timing, DRC or antenna violations. Estimated wirelength of the detail-placed design landed at 151,800 µm. Maximum level of the CTS H-tree landed at 3. Summed instance area of the synthesized netlist landed at 0.05114 mm². Average cell area after synthesis landed at 11.64 µm². The floorplan report gives the top-level pin count as 114. For this block, the routed nets add up to 256,700 µm of wire. The die is 359.6 µm wide. Die footprint landed at 0.1293 mm². Per the placement log, port buffering inserted 113 buffers. Tracing the worst setup path back leads to its startpoint at readAddr2[3]. The worst setup path is captured at an output pin.

The final max-slew violation count recorded for this run is 0. Number of enable-type register cells in the synthesized netlist landed at 0. The skew report gives the latency at the later pin of the worst-skew pair as 0.74 ns. Post-CTS repair ended up resizing 0 cells.

Number of global-route vias before repair landed at 43,470. Register share after synthesis landed at 50.11%.

Deepest clock path buffer count landed at 3. Final-report setup violation count landed at 0. Hold buffer count at cts landed at 0. Final estimated routing congestion in global placement landed at 1.076. The number of cells reported by Yosys stat comes to 4,392.

Per the timing report, the most critical flop-to-flop path originates at r[11][20]. Per the final layout report, the fraction of cells sized above drive strength 1 comes to 33.82%. For reference, the top cells by count after synthesis are dfrtp_1 (1,024), mux2_2 (1,022), a22oi_1 (838).

Worst path setup slack after routing landed at 1.768 ns. Along the worst path, the maximum fanout reaches 19. Actual transition at the worst max-transition pin landed at 1.141 ns. Post-route setup TNS landed at 0 ns. For this block, the via count after detailed routing is 44,720.

First-pass iteration count of the detailed router landed at 13. The tree built by TritonCTS fans out to 1,024 sinks. The tree is rooted in a clkbuf_16. Looking at the cell usage after synthesis, the top flip-flop cell is dfrtp_1. The synthesis stats list as the most numerous cell dfrtp_1.

Area growth from synthesis to layout landed at 14.12%. Number of flip-flops under the largest register name landed at 1,024. The worst setup path is launched from a primary input.

Post-route fraction of the period consumed by the critical path landed at 83.47%. Share of async-settable or async-resettable flops after synthesis landed at 100.0%. Effective utilization at floorplan landed at 40.51%.

Clock tree synthesis inserted a total of 109 buffers. Per the post-place timing report, worst setup slack is 2.184 ns. Entering global routing, the biggest net connects 110 pins. TritonCTS built the clock tree.

The leakage component of the power was reported as 0.02538 µW. Area share of the leading cell type in the synthesized netlist landed at 50.11%. The first global-routing pass estimated 353,400 µm of wire. Number of DRC markers in iteration 0 landed at 5,815.

According to the floorplan report, the die height is 359.6 µm. Chip area line of the yosys report landed at 0.05114 mm². The synthesized design spends more area on one cell type than any other, namely dfrtp_1. Warnings reported by Yosys during synthesis add up to 2. Setup repair after global routing left no endpoint under its margin. Peak supply drop landed at 0.1372 mV. Initial antenna violation count landed at 10. Fmax landed at 112.0 MHz. Gate count after technology mapping landed at 4,392. According to the timing report, the arrival time at the worst endpoint equals 6.79 ns. Detailed-route wire length per cell landed at 41.75 µm. Checking hold timing, the worst path is listed with class register to register.

Number of cell instances on the worst register-to-register path landed at 1. Dividing total power by cell area gives a power density of 187.4 mW/mm². Placeable core area landed at 0.1262 mm². For reference, the top cells by area after synthesis are dfrtp_1 (50%), mux2_2 (23%), a22oi_1 (12%). The report counts max-capacitance violations totalling 0.

The setup path with the least slack is of type primary input to output pin. The capture point of the critical path was reported as readData2[2]. Warnings raised by the tools during the run amount to 31. For the finished layout, the period the worst path requires is 8.932 ns. Internal reg-to-reg setup slack landed at 9.80 ns. Average via count per standard cell landed at 7.273. Number of buffers added for setup after CTS landed at 0.

Per the synth log, the flip-flop and latch total comes to 1,024. Aggregate global-route resource usage landed at 40.91%. Required time of the critical path landed at 8.56 ns. Counting distinct cell types in the post-synthesis netlist gives 60.

Per the GRT congestion report, total overflow comes to 0. For this run, design rule violations remaining after detail routing come to 0. In this run the critical register-to-register path is captured at r[11][20]. Row generation in the floorplan step produced 130 rows. Number of routed nets with antenna violations landed at 0.

The registers of the reported paths see a clock transition of 0.06 ns. The slew check shows that the tightest pin keeps a relative margin of 23.75%. Hold-check failures listed in the final report amount to 0. Worst clock skew landed at 0 ns.
[where the power goes]
group | switching, µW | internal (µW) | total [µW]
Combinational | 711 | 809 | 1520
Clock | 1680 | 2350 | 4030
Sequential | 763 | 4620 | 5390
Total | 3160 | 7780 | 10900
[layout make-up]
cell class,count,area (µm²)
fillers,11300,67860
flip-flops and latches,1024,25620
multi-input cells,2925,24150
clock buffers,152,3173
repair buffers,321,2675
well taps,1650,2064
clock inverters,43,574.3
diodes,22,55.05
inverters,12,48.80
[logic make-up (layout without fill, tap and decap cells)]
kind of cell	after synthesis	after routing	share of synthesized area (%)
flops	1024	1024	50.11
other cells	0	22	0
compound gates	1076	1076	15.46
mux	1049	1049	23.04
simple gates	800	800	7.558
buf+inv	443	528	3.834
[worst max-delay path: stages]
cell and delay [ns]:
clkdlybuf4s50_1 0.80, buf_4 0.42, or2_1 0.25, buf_4 0.23, nor2_4 0.84, buf_4 0.65
a22oi_1 0.19, nand3_1 0.14, nor3_1 0.06, a21oi_1 0.45, clkdlybuf4s50_1 0.56
[metrics by stage]
step / total power [µW] / utilization, % / instance area (µm²) / hold WS [ns] / cells
floorplan: 6125 / - / 51140 / 0.4880 / 4392
global placement: 6863 / 43.22 / 54560 / 0.5089 / 5932
detailed placement: 6891 / 43.22 / 54560 / 0.5134 / 5932
CTS: 10880 / 46.19 / 58310 / 0.5225 / 6127
global route: 11260 / 46.20 / 58310 / 0.5482 / 6128
finish: 10940 / 46.24 / 58360 / 0.5218 / 6149
[worst min path at each step]
stage	start	endpoint	slack, ns	cells past startpoint
finish	r[18][3]	r[18][3]	0.52	1
CTS	r[18][3]	r[18][3]	0.52	1
global route	r[20][9]	r[20][9]	0.55	1
[per-layer routing]
layer  up-vias  routed length, µm  share of wire (%)  track usage, %
met5         -                425               0.17           2.109
met4        18              19750                7.7           22.32
met3      1362              46190                 18           27.36
met2      4139             100300                 39           52.64
met1     22450              90060                 35           51.77
li1      16750                  -                  -               -
[cell usage in the layout (no fill, tap or decap), types with 15 or more instances in the layout]
| cell type | Yosys | routed |
|---|---|---|
| clkbuf_8 | 0 | 22 |
| diode_2 | 0 | 22 |
| nand4_1 | 107 | 107 |
| mux2_2 | 1022 | 1022 |
| nor2_1 | 162 | 102 |
| clkdlybuf4s50_1 | 0 | 107 |
| nor4_1 | 34 | 34 |
| nand3_1 | 45 | 42 |
| a22oi_1 | 838 | 838 |
| a22o_1 | 17 | 17 |
| nor2_4 | 5 | 71 |
| o21ai_0 | 19 | 19 |
| mux2i_1 | 23 | 23 |
| nand2_1 | 273 | 259 |
| a222oi_1 | 20 | 20 |
| a21oi_1 | 104 | 104 |
| clkinv_2 | 0 | 19 |
| nor3_1 | 75 | 71 |
| clkbuf_1 | 193 | 18 |
| buf_4 | 24 | 207 |
| dfrtp_1 | 1024 | 1024 |
| clkbuf_16 | 0 | 112 |
| nor2b_1 | 15 | 15 |
Power and IR drop assume default switching activity.
