### design/flow/run.sh
#!/bin/bash
# OpenROAD 26Q1-2900-gdf79404cd8, Yosys 0.63+post, stock flow scripts
make -C /OpenROAD-flow-scripts/flow DESIGN_CONFIG=/design/flow/config.mk WORK_HOME=/design/flow/orfs finish
### design/flow/config.mk
export PLATFORM = sky130hd
export DESIGN_NAME = RCA64
export DESIGN_NICKNAME = RCA64
export VERILOG_FILES = /design/flow/design.v
export SDC_FILE = /design/flow/constraint.sdc
export NUM_CORES = 4
export LEC_CHECK = 1
export CORE_UTILIZATION = 30
### design/flow/constraint.sdc
current_design RCA64

set clk_period 23.7
set clk_io_pct 0.2

create_clock -name clk0 -period $clk_period

set non_clock_inputs [all_inputs -no_clocks]
set_input_delay [expr $clk_period * $clk_io_pct] -clock clk0 $non_clock_inputs
set_output_delay [expr $clk_period * $clk_io_pct] -clock clk0 [all_outputs]
### design/flow/design.v
`timescale 1ns / 1ps
module FullAdder(s,cOut,cIn,a,b);
	input a, b, cIn; 
	output s, cOut;
	assign s = cIn ^ (a ^ b);
   assign cOut = (a & b) | (b & cIn) | (cIn & a);
endmodule
`timescale 1ns / 1ps
module RCA16(s,cOut,cIn,a,b);
    input [15:0] a, b;  
    input cIn;  
    output [15:0] s;  
    output cOut;  
    wire c;  
    RCA8 RCA1(s[7:0],c,cIn,a[7:0],b[7:0]);
    RCA8 RCA2(s[15:8],cOut,c,a[15:8],b[15:8]);
endmodule
`timescale 1ns / 1ps
module RCA32(s,cOut,cIn,a,b);
    input [31:0] a, b;  
    input cIn;  
    output [31:0] s;  
    output cOut;  
    wire c;  
	 RCA16 RCA1(s[15:0],c,cIn,a[15:0],b[15:0]);
    RCA16 RCA2(s[31:16],cOut,c,a[31:16],b[31:16]);
endmodule
`timescale 1ns / 1ps
module RCA64(s,cOut,cIn,a,b);
	input [63:0] a, b;  
	input cIn;  
   output [63:0] s;  
   output cOut;  
   wire c;  
   RCA32 RCA1(s[31:0],c,cIn,a[31:0],b[31:0]);
   RCA32 RCA2(s[63:32],cOut,c,a[63:32],b[63:32]);
endmodule
`timescale 1ns / 1ps
module RCA8(s,cOut,cIn,a,b);
    input [7:0] a, b;  
    input cIn;  
    output [7:0] s;  
    output cOut;  
    wire [7:1] c;  
    FullAdder FA1(s[0],c[1],cIn,a[0],b[0]);
    FullAdder FA2(s[1],c[2],c[1],a[1],b[1]);
    FullAdder FA3(s[2],c[3],c[2],a[2],b[2]);
    FullAdder FA4(s[3],c[4],c[3],a[3],b[3]);
    FullAdder FA5(s[4],c[5],c[4],a[4],b[4]);
    FullAdder FA6(s[5],c[6],c[5],a[5],b[5]);
    FullAdder FA7(s[6],c[7],c[6],a[6],b[6]);
    FullAdder FA8(s[7],cOut,c[7],a[7],b[7]);
endmodule
==> results.py <==
# Physical implementation metrics
metrics = {
    "critical_path": {
        "critPathKind": "input pin to primary output",
        "crit_arrival_ps": 27410,
        "critPathCaptureType": "primary output",
        "critPathBufInv": 6,
        "path_max_fanout": 1,
        "worst-endpoint-required_ps": 18960,
        "cp_common_cell": "fa_2",
        "startpoint_type": "input pin",
        "slowest_stage": "fa_2",
        "critical_path.top_delay_family": "adder cells",
        "max_stage_delay_ps": 420,
    },
    "detailed_routing": {
        "drt-total-wl_um": 4840,
        "antenna-diode-count": 0,
        "routed-via-count": 1368,
        "drtIter0Drc": 8,
        "wire_per_inst_um": 14.2,
        "drc_errors": 0,
        "viasPerCell": 4.02,
        "drt_first_pass_iters": 3,
        "ant_nets": 0,
    },
    "finish": {
        "ff_count": 0,
        "final.clkbuf_count": 0,
        "regArea_um2": 0,
        "fillers": 471,
        "comb_area_mm2": 0.00144,
        "final_core_util_pct": 60.3,
        "drive_above_1_share_pct": 36.9,
        "final_cells": 340,
        "area_growth_pct": 89.0,
    },
    "global_route": {
        "antenna_found_initial": 0,
        "grt_pass1_vias": 1552,
        "grt.overflow.total": 0,
        "grt_pass1_wl_um": 7350,
        "grt_max_degree": 2,
        "track_usage_pct": 16.4,
    },
    "logic_synthesis": {
        "yosys_area_mm2": 0.00180,
        "top_cells_by_area": "fa_1 71%, buf_4 27%, inv_1 2.1%",
        "ys_sh_aoi_pct": 0,
        "yosysWarnings": 0,
        "common_cells": "64 x buf_4, 64 x fa_1, 10 x inv_1",
        "synth.cellmix.simpleShare_pct": 0,
        "postSynthSeqShare_pct": 0,
        "yosysUniqueCellTypes": 3,
        "synth_area_per_cell_um2": 13.0,
        "adder_share_pct": 71.2,
        "top_cell_area_share_pct": 71.2,
        "synth_stat.cells": 138,
        "postSynthCellCount": 138,
        "top_logic_kind": "adder cells",
        "syn-cell-area_mm2": 0.00180,
        "synth_top_cell_by_area": "fa_1",
        "xor_share_pct": 0,
        "mux_area_share_pct": 0,
    },
    "outcome": {
        "outcome": "finished with violations",
        "violations": "setup timing",
    },
    "flow_run": {
        "warnings": 36,
        "max-cap-violations": 0,
    },
    "power_and_ir_drop": {
        "switching_power_mw": 0.0232,
        "vdd_drop_max_mv": 0.0138,
        "pwr-share-clk_pct": 0,
        "power.density_mw_per_mm2": 24.3,
        "p_int_mw": 0.0595,
        "totalPowerFinal_mw": 0.0826,
        "pwr-share-seq_pct": 0,
        "switching_share_pct": 28.0,
        "p_leak_nw": 1.25,
        "combPwrFrac_pct": 100.0,
    },
    "place": {
        "place_inst": 340,
        "hpwl_um": 4850,
        "place_congestion": 0.814,
        "io_buffers": 194,
    },
    "cts": {
        "hold_buffers": 0,
        "post_cts_buffers": 0,
    },
    "floorplan": {
        "die_area_mm2": 0.00631,
        "core_area_mm2": 0.00564,
        "die_y_um": 79.4,
        "rows": 27,
        "die_w_um": 79.4,
        "fp_util_pct": 31.9,
        "ios": 194,
    },
    "final_timing": {
        "relSlewSlack_pct": 91.7,
        "finalCriticalPeriod_ps": 32150,
        "holdWs_ps": 10220,
        "setup_ws_ps": -8450,
        "hold_violations": 0,
        "finalSetupViolations": 25,
        "drv_slew": 0,
        "worst_pin_slew_ps": 124,
        "rsz0062_at_grt": "yes",
        "fmax_ghz": 0.0311,
        "min_period_over_period_pct": 136,
    },
    "worst_hold_path": {
        "hp-class": "input pin to primary output",
    },
}
layout make-up:
class	instances	share of cell area [%]
Inverter	10	1.62
Tap cell	72	2.65
Timing Repair Buffer	194	53.3
Multi-Input combinational cell	64	42.4
cells in the final DEF (no fill, tap or decap):
| cell type | n |
|---|---|
| fa_2 | 64 |
| buf_2 | 26 |
| inv_6 | 1 |
| clkdlybuf4s50_1 | 161 |
| clkbuf_2 | 1 |
| buf_6 | 2 |
| inv_1 | 5 |
| inv_2 | 3 |
| buf_8 | 1 |
| dlygate4sd2_1 | 2 |
| dlymetal6s2s_1 | 1 |
| inv_12 | 1 |
kinds of logic after synthesis:
logic type | after synthesis
adder cells (fa/ha/maj) | 64
buffers and inverters | 74
tightest hold or removal path, delay by kind of cell:
family | cells | cell delay [ps]
fa+ha+maj | 1 | 180
buf+inv | 4 | 570
worst paths after layout:
check	endpoint	startpoint	slack [ps]	depth (start not counted)
max	s[63]	a[0]	-8450	70
min	s[0]	b[0]	10220	5
metal layers:
layer | vias to the layer above | track usage (%) | wire, um
met5 | - | 0 | 0
met2 | 114 | 28.1 | 2540
met4 | 0 | 0 | 0
met1 | 654 | 21.4 | 1560
li1 | 600 | - | -
met3 | 0 | 6.61 | 745
power groups by stage:
stage / combinational [mW] / clock [mW] / sequential (mW)
CTS: 0.0855 / 0 / 0
global route: 0.0937 / 0 / 0
finish: 0.0826 / 0 / 0
stage by stage:
stage	setup TNS [ps]	setup WS, ps	area (um^2)
after floorplan	-98280	-7700	1970
after CTS	-116940	-8640	3400
final	-113320	-8450	3400
after global placement	-133670	-9150	3520
after global routing	-124840	-9010	3400
after detailed placement	-135560	-9220	3520
timing repair:
item / 4_1_cts / 5_1_grt
endpoints found under the setup margin: 28 / 28
resized: 105 / 3
pin swaps: 13 / 7
Power is estimated from default activity; no workload was simulated.
